`./design.v`:
```
`default_nettype none
module kodlas(
    input wire CLK,
    input wire RST,
    input wire COL_1,
    input wire COL_2,
    input wire COL_3,
    output wire ROW_A,
    output wire ROW_B,
    output wire ROW_C,
    output wire ROW_D,
    output reg LOCK
);
    wire [3:0] key;
    keypad keypad(
        .clock(CLK),
        .reset(RST),
        .column1(COL_1),
        .column2(COL_2),
        .column3(COL_3),
        .row1(ROW_A),
        .row2(ROW_B),
        .row3(ROW_C),
        .row4(ROW_D),
        .key(key)
    );
    lock lock_a(
        .clock(CLK),
        .reset(RST),
        .key(key),
        .lock(LOCK)
    );
endmodule
module keypad(
    input wire clock,
    input wire reset,
    input wire column1,
    input wire column2,
    input wire column3,
    output wire row1,
    output wire row2,
    output wire row3,
    output wire row4,
    output reg [3:0] key
);
    reg [3:0] scan_key;
    wire [1:0] row_select;
    assign row1 = row_select == 0;
    assign row2 = row_select == 1;
    assign row3 = row_select == 2;
    assign row4 = row_select == 3;
    mod_n_counter counter(
        .clock(clock),
        .reset(reset),
        .out(row_select)
    );
    always @ (posedge clock) begin
        if(!reset)
            key <= 0;
        else begin
            case(row_select)
                0: begin
                    key <= scan_key;
                    if(column1)
                        scan_key <= 12;
                    else if(column2)
                        scan_key <= 10;
                    else if(column3)
                        scan_key <= 1;
                    else
                        scan_key <= 0;
                end
                1: begin 
                    if(column1)
                        scan_key <= 8;
                    else if(column2)
                        scan_key <= 5;
                    else if(column3)
                        scan_key <= 4;
                end
                2: begin 
                    if(column1)
                        scan_key <= 7;
                    else if(column2)
                        scan_key <= 2;
                    else if(column3)
                        scan_key <= 11;
                end
                3: begin 
                    if(column1)
                        scan_key <= 3;
                    else if(column2)
                        scan_key <= 6;
                    else if(column3)
                        scan_key <= 9;
                end
            endcase
        end
    end
endmodule
module lock(
    input wire clock,
    input wire reset,
    input wire [3:0] key,
    output wire lock
);
    reg [3:0] prev_key;
    reg [3:0] state;
    assign lock = state == 15;
    always @ (posedge clock) begin
        if(!reset) begin
            state <= 0;
        end else if(prev_key != key) begin
            prev_key <= key;
            if(key != 0) begin
                case(state)
                0: if(key == 5) state <= 1; else state <= 0;
                1: if(key == 4) state <= 2; else state <= 0;
                2: if(key == 6) state <= 3; else state <= 0;
                3: if(key == 1) state <= 4; else state <= 0;
                4: if(key == 11) state <= 5; else state <= 0;
                5: if(key == 10) state <= 6; else state <= 0;
                6: if(key == 5) state <= 7; else state <= 0;
                7: if(key == 6) state <= 8; else state <= 0;
                8: if(key == 11) state <= 9; else state <= 0;
                9: if(key == 8) state <= 10; else state <= 0;
                10: if(key == 2) state <= 11; else state <= 0;
                11: if(key == 10) state <= 12; else state <= 0;
                12: if(key == 6) state <= 13; else state <= 0;
                13: if(key == 5) state <= 14; else state <= 0;
                14: if(key == 11) state <= 15; else state <= 0;
                endcase
            end
        end
    end
endmodule
module mod_n_counter #(
    parameter N = 3  ,
    parameter WIDTH = 2
)(
    input   clock,
    input   reset,
    output  reg[WIDTH-1:0] out
);  
  always @ (posedge clock) begin
    if (!reset) begin
      out <= 0;
    end else begin
      if (out == N)
        out <= 0;
      else
        out <= out + 1;
    end
  end
endmodule
```
`./run.sh`:
```
#!/bin/bash
# OpenROAD 26Q1-2900-gdf79404cd8, Yosys 0.63+post, stock flow scripts
make -C /OpenROAD-flow-scripts/flow DESIGN_CONFIG=/design/flow/config.mk WORK_HOME=/design/flow/orfs finish
```
`./config.mk`:
```
export PLATFORM = sky130hd
export DESIGN_NAME = kodlas
export DESIGN_NICKNAME = kodlas
export VERILOG_FILES = /design/flow/design.v
export SDC_FILE = /design/flow/constraint.sdc
export NUM_CORES = 4
export LEC_CHECK = 1
export CORE_AREA = 10 10 107 107
export DIE_AREA = 0 0 117 117
```
`./constraint.sdc`:
```
current_design kodlas

set clk_period 2.7
set clk_io_pct 0.2

create_clock -name clk0 -period $clk_period [get_ports {CLK}]

set non_clock_inputs [all_inputs -no_clocks]
set_input_delay [expr $clk_period * $clk_io_pct] -clock clk0 $non_clock_inputs
set_output_delay [expr $clk_period * $clk_io_pct] -clock clk0 [all_outputs]
```
==> results.txt <==
impl run done, here's what came out: status finished clean, Synth mux share between 4 and 5%, Num CTS Buffers 5, die width around 120 um, Layout Cells excl Fill 261, Max Cap Viol 0, post-CTS setup buffer count 0, Worst EP arrival 1.72 ns, final-report hold violation count 0, flip-flops with a built-in enable 8, number of routed nets with antenna violations 0, VDD IR max 232 uV, row count 35, die height roughly 120 um, Starting DRT DRC Count 127, # Cells Yosys approximately 140, Setup crit start kind flop, YS chip area 1500 um2, number of global-route vias before repair ~1,100, Crit Path Max Fanout 12, initial antenna violation count 0, Insertion Delay late pin approximately 0.28 ns, GPL Wtd Cong about 0.81, RSZ-0062 raised after global routing no, GR Util All Layers 4.42%, P&R area growth vs syn 16.9%, Final Skew between 0.002 and 0.0025 ns, mean post-synth cell area 10.5 um2, Multi-input gate area between 700 and 800 um2, Register Area 681 um2, # DRC 0, Synth flops 30, core area roughly 9000 um2, xor and xnor area share after synthesis 2.34%, comb area leader simple AND/OR/NAND/NOR gates, first-pass GRT wire length about 5 mm, Async SR Flop Fraction 0%, Setup CP Type flop to primary output, DRT Pass-1 Iters 4, Setup crit end kind primary output, n_diodes 0, CTS tree yes, Unique cell types approximately 45, Avg WL per Cell ~11 um, Hold Worst Slack 0.490 ns, share of post-route cells with drive strength above 1 around 7.3%, Worst R2R Path Depth 4, Root Driver clkbuf_8, setup tns final 0 ns, Vias/cell 4.00, Mapped Area around 1500 um2, Placed Cells incl. Taps approximately 250, I/O Buffers 9, via count 1,045, Synth Warn # 3, Worst-path clk slew roughly 0.060 ns, adder-cell share of the synthesized area under 10%, OpenROAD warnings 28, f_max about 440 MHz, Hold Path Class flop to flop, WL final 2.81 mm, I/O Pins 10, cycle use final between 80 and 90%, CTS H-tree lvls 2, Commonest Layout Cell dfxtp_1, clk sinks 30, CTS resizes 0, Hold Path Cell Cnt 1, Post-Syn Instances 143, Rel. slew slack about three fifths, Slew @ Worst Pin 0.590 ns, Slew Viols, Final 0, clock buffer depth 2, Pleak around 0.65 nW, # hold bufs at CTS 0, top_reg_cell synth dfxtp_1, largest net degree at the start of global routing 19, final setup violation count 0, DIE AREA about 14,000 um2, Post-DP HPWL between 1.5 and 2 mm, total congestion overflow 0, fillers 999, pwr dens 628 nW/um2, Simple-Gate Fraction of Synth Area between 20% and 30%, final core occ between 10% and 20%, post-layout minimum cycle time approximately 2.3 ns, aoi share between 10% and 20%, fp util ~16%, Seq/Total Area, Yosys 45.5%, most numerous logic cells after layout dfxtp_1 (22), nor2_1 (12), nor2b_1 (10), a22o_1 (10), clkdlybuf4s50_1 (9), Data required, critical path about 2.2 ns
[power breakdown]
part	internal [mW]	switching [mW]	total (mW)
sequential	0.501	0.0364	0.538
combinational	0.0983	0.112	0.210
clock	0.201	0.149	0.350
[stage by stage]
step	setup WS [ns]	instance area [um2]	power, mW
after global routing	0.299	1750	1.16
final	0.437	1750	1.10
after detailed placement	0.488	1660	0.754
after global placement	0.532	1660	0.753
after CTS	0.402	1750	1.11
after floorplan	1.13	1500	0.723
[state kept, by name, summed over array words and instances (netlist names)]
signal	count
lock_a.prev_key	4
keypad.scan_key	4
keypad.key	4
lock_a.state	16
keypad.counter.out	2
[synth_stat cells (4+ instances only)]
cell       n  share of area [%]
a22o_1    10                5.9
dfxtp_1   22                 29
edfxtp_1   8                 16
ha_1       4                3.3
inv_1      6                1.5
mux2i_1    6                4.0
nand2_1    4                1.0
nor2_1    12                3.0
nor2b_1   10                4.2
xor2_1     4                2.3
[kinds of logic after synthesis]
| group | after synthesis |
|---|---|
| AOI/OAI and AO/OA | 33 |
| buffers and inverters | 15 |
| DFF | 30 |
| muxes | 6 |
| adders and majority gates | 4 |
| xor gates and xnor gates | 4 |
| and+or+nand+nor | 51 |
[routing by layer]
| metal | vias to the layer above | share of wire [%] | global-route usage (%) |
|---|---|---|---|
| li1 | 535 | - | - |
| met1 | 485 | 50 | 6.23 |
| met2 | 17 | 42 | 6.56 |
| met3 | 8 | 4.8 | 1.39 |
| met4 | 0 | 2.8 | 0.906 |
| met5 | - | 0 | 0 |
[worst max-delay path: stages, from the launching register on]
cell             delay [ns]
dfxtp_1                0.33
inv_1                  0.08
ha_1                   0.46
clkdlybuf4s50_1        0.57
[cell type report]
cell class,instances,area share (%)
clock buffers,7,4.94
inverters,6,1.29
multi-input cells,98,41.7
flip-flops and latches,30,38.9
well taps,111,7.95
repair buffers,9,5.15
[path summary, 6_finish.rpt]
path / startpoint / to / slack (ns)
setup / recovery: keypad.counter.out[0] / ROW_A / 0.44
hold / removal: keypad.counter.out[0] / keypad.counter.out[0] / 0.49
hold reg to reg: keypad.counter.out[0] / keypad.counter.out[0] / 0.49
setup reg to reg: keypad.key[0] / lock_a.state[3] / 0.76
Power is estimated from default activity; no workload was simulated.
